===== flow/run.sh =====
#!/bin/bash
# OpenROAD 26Q1-2900-gdf79404cd8, Yosys 0.63+post, stock flow scripts
make -C /OpenROAD-flow-scripts/flow DESIGN_CONFIG=/design/flow/config.mk WORK_HOME=/design/flow/orfs finish

===== flow/constraint.sdc =====
current_design Dadda_8x8Multiplier

set clk_period 9.7
set clk_io_pct 0.2

create_clock -name clk0 -period $clk_period [get_ports {clock}]

set non_clock_inputs [all_inputs -no_clocks]
set_input_delay [expr $clk_period * $clk_io_pct] -clock clk0 $non_clock_inputs
set_output_delay [expr $clk_period * $clk_io_pct] -clock clk0 [all_outputs]

===== flow/design.v =====
`timescale 1ns / 1ps
module Dadda_8x8Multiplier(
		input clock, reset_n,
		input [7:0] operand1,
		input [7:0] operand2,
		output [15:0] Result
    );
	wire S_6_15 , C_6_15 , op_06 , op_15;
	wire S_34_43, C_34_43 , op_34 , op_43;
	wire S_44_53, C_44_53 , op_44 , op_53;
	wire S_7_16_25, C_7_16_25, op_07, op_16, op_25;
	wire S_17_26_35, C_17_26_35, op_17, op_26, op_35;
	wire S_27_36_45, C_27_36_45, op_27, op_36, op_45;
	wire S_04_13, C_04_13, op_04, op_13;
	wire S_05_14_23, C_05_14_23, op_05, op_14, op_23;
	wire S_32_41, C_32_41, op_32, op_41;
	wire S_0, C_0, op_24, op_33;
	wire S_42_51_60, C_42_51_60, op_42, op_51, op_60;
	wire S_1, C_1;
	wire S_52_61_70, C_52_61_70, op_52, op_61, op_70;
	wire S_2, C_2;
	wire S_3443_62_71, C_3443_62_71, op_62, op_71;
	wire S_3, C_3;
	wire S_54_63_72, C_54_63_72, op_54, op_63, op_72;
	wire S_37_46_55, C_37_46_55, op_37, op_46, op_55;
	wire S_4, C_4, op_64, op_73;
	wire S_47_56_65, C_47_56_65, op_47, op_56, op_65;
	wire S_3_12, C_3_12, op_03, op_12;
	wire S_5, C_5, op_22, op_31;
	wire S_6, C_6;
	wire S_7, C_7;
	wire S_8, C_8;
	wire S_9, C_9;
	wire S_10, C_10;
	wire S_11, C_11;
	wire S_12, C_12;
	wire S_57_66_75, C_57_66_75, op_57, op_66, op_75;
	wire S01,C01,op_02,op_11;
	wire S02,C02,op_21,op_30;
	wire S03,C03,op_40;
	wire S04,C04,op_50;
	wire S05,C05;
	wire S06,C06;
	wire S07,C07;
	wire S08,C08;
	wire S09,C09;
	wire S010,C010,op_74;
	wire S011,C011;
	wire S012,C012,op_67,op_76;
	wire op_00,op_01,op_10,op_20,op_77;
	wire[14:0] Floor1,Floor2;
	wire [27:0] Level_1;
	wire [43:0] Level_2;
	wire [41:0] Level_3;
	wire [39:0] Level_4;
	reg [27:0] Level_1_reg;
	reg [43:0] Level_2_reg;
	reg [41:0] Level_3_reg;
	reg [39:0] Level_4_reg;
	assign op_06 = operand2[0] & operand1[6];
	assign op_15 = operand2[1] & operand1[5];
	Half_Adder H1 (.Sum(S_6_15) , .Cout(C_6_15) , .A(op_06) , .B(op_15));
	assign op_34 = operand2[3] & operand1[4];
	assign op_43 = operand2[4] & operand1[3];
	Half_Adder H2 (.Sum(S_34_43) , .Cout(C_34_43) , .A(op_34) , .B(op_43));
	assign op_44 = operand2[4] & operand1[4];
	assign op_53 = operand2[5] & operand1[3];
	Half_Adder H3 (.Sum(S_44_53) , .Cout(C_44_53) , .A(op_44) , .B(op_53));
	assign op_07 = operand2[0] & operand1[7];
	assign op_16 = operand2[1] & operand1[6];
	assign op_25 = operand2[2] & operand1[5];
	Full_Adder F1 (.Sum(S_7_16_25) , .Cout(C_7_16_25) , .A(op_07) , .B(op_16) , .Cin(op_25));
	assign op_17 = operand2[1] & operand1[7];
	assign op_26 = operand2[2] & operand1[6];
	assign op_35 = operand2[3] & operand1[5];
	Full_Adder F2 (.Sum(S_17_26_35) , .Cout(C_17_26_35) , .A(op_17) , .B(op_26) , .Cin(op_35));
	assign op_27 = operand2[2] & operand1[7];
	assign op_36 = operand2[3] & operand1[6];
	assign op_45 = operand2[4] & operand1[5];
	Full_Adder F3 (.Sum(S_27_36_45) , .Cout(C_27_36_45) , .A(op_27) , .B(op_36) , .Cin(op_45));
	assign Level_1 = {operand1 , operand2 , S_6_15 , S_34_43 , S_44_53 , S_7_16_25 , S_17_26_35 , S_27_36_45 ,
														 C_6_15 , C_34_43 , C_44_53 , C_7_16_25 , C_17_26_35 , C_27_36_45};
	always @(posedge clock or negedge reset_n)
	begin
		if (!reset_n)
		begin
			Level_1_reg <= 28'b0;
		end
		else
		begin
			Level_1_reg <= Level_1;
		end
	end
	assign op_04 = Level_1_reg[12] & Level_1_reg[24];
	assign op_13 = Level_1_reg[13] & Level_1_reg[23];	
	Half_Adder H4 (.Sum(S_04_13) , .Cout(C_04_13) , .A(op_04) , .B(op_13));
	assign op_05 = Level_1_reg[12] & Level_1_reg[25];
	assign op_14 = Level_1_reg[13] & Level_1_reg[24];
	assign op_23 = Level_1_reg[14] & Level_1_reg[23];
	Full_Adder F4 (.Sum(S_05_14_23) , .Cout(C_05_14_23) , .A(op_05) , .B(op_14) , .Cin(op_23));
	assign op_32 = Level_1_reg[15] & Level_1_reg[22];
	assign op_41 = Level_1_reg[16] & Level_1_reg[21];	
	Half_Adder H5 (.Sum(S_32_41) , .Cout(C_32_41) , .A(op_32) , .B(op_41));
	assign op_24 = Level_1_reg[14] & Level_1_reg[24];
	assign op_33 = Level_1_reg[15] & Level_1_reg[23];
	Full_Adder F5 (.Sum(S_0) , .Cout(C_0) , .A(Level_1_reg[11]) , .B(op_24) , .Cin(op_33));
	assign op_42 = Level_1_reg[16] & Level_1_reg[22];
	assign op_51 = Level_1_reg[17] & Level_1_reg[21];
	assign op_60 = Level_1_reg[18] & Level_1_reg[20];
	Full_Adder F6 (.Sum(S_42_51_60) , .Cout(C_42_51_60) , .A(op_42) , .B(op_51) , .Cin(op_60));
	Full_Adder F7 (.Sum(S_1) , .Cout(C_1) , .A(Level_1_reg[8]) , .B(Level_1_reg[5]) , .Cin(Level_1_reg[10]));
	assign op_52 = Level_1_reg[17] & Level_1_reg[22];
	assign op_61 = Level_1_reg[18] & Level_1_reg[21];
	assign op_70 = Level_1_reg[19] & Level_1_reg[20];
	Full_Adder F8 (.Sum(S_52_61_70) , .Cout(C_52_61_70) , .A(op_52) , .B(op_61) , .Cin(op_70));
	Full_Adder F9 (.Sum(S_2) , .Cout(C_2) , .A(Level_1_reg[7]) , .B(Level_1_reg[9]) , .Cin(Level_1_reg[2]));
	assign op_62 = Level_1_reg[18] & Level_1_reg[22];
	assign op_71 = Level_1_reg[19] & Level_1_reg[21];
	Full_Adder F10 (.Sum(S_3443_62_71) , .Cout(C_3443_62_71) , .A(Level_1_reg[4]) , .B(op_62) , .Cin(op_71));
	Full_Adder F11 (.Sum(S_3) , .Cout(C_3) , .A(Level_1_reg[6]) , .B(Level_1_reg[1]) , .Cin(Level_1_reg[3]));
	assign op_54 = Level_1_reg[17] & Level_1_reg[24];
	assign op_63 = Level_1_reg[18] & Level_1_reg[23];
	assign op_72 = Level_1_reg[19] & Level_1_reg[22];
	Full_Adder F12 (.Sum(S_54_63_72) , .Cout(C_54_63_72) , .A(op_54) , .B(op_63) , .Cin(op_72));
	assign op_37 = Level_1_reg[14] & Level_1_reg[27];
	assign op_46 = Level_1_reg[16] & Level_1_reg[26];
	assign op_55 = Level_1_reg[17] & Level_1_reg[25];
	Full_Adder F13 (.Sum(S_37_46_55) , .Cout(C_37_46_55) , .A(op_37) , .B(op_46) , .Cin(op_55));
	assign op_64 = Level_1_reg[18] & Level_1_reg[24];
	assign op_73 = Level_1_reg[19] & Level_1_reg[23];
	Full_Adder F14 (.Sum(S_4) , .Cout(C_4) , .A(op_64) , .B(op_73) , .Cin(Level_1_reg[0]));
	assign op_47 = Level_1_reg[16] & Level_1_reg[27];
	assign op_56 = Level_1_reg[17] & Level_1_reg[26];
	assign op_65 = Level_1_reg[18] & Level_1_reg[25];
	Full_Adder F15 (.Sum(S_47_56_65) , .Cout(C_47_56_65) , .A(op_47) , .B(op_56) , .Cin(op_65));
	assign Level_2 = {Level_1_reg[27:20] , Level_1_reg[19:12] , S_04_13 , S_05_14_23 , S_32_41 , S_0 , S_42_51_60 , S_1 , S_52_61_70 , S_2
							, S_3443_62_71 , S_3 , S_54_63_72 , S_37_46_55 , S_4 , S_47_56_65 , 
							C_04_13 , C_05_14_23 , C_32_41 , C_0 , C_42_51_60 , C_1 , C_52_61_70 , C_2
							, C_3443_62_71, C_3 , C_54_63_72 , C_37_46_55 , C_4 , C_47_56_65 };
	always @(posedge clock or negedge reset_n)
	begin
		if (!reset_n)
		begin
			Level_2_reg <= 44'b0;
		end
		else
		begin
			Level_2_reg <= Level_2;
		end
	end
	assign op_03 = Level_2_reg[28] & Level_2_reg[39];
	assign op_12 = Level_2_reg[29] & Level_2_reg[38];
	Half_Adder H6 (.Sum(S_3_12) , .Cout(C_3_12) , .A(op_03) , .B(op_12));
	assign op_22 = Level_2_reg[30] & Level_2_reg[38];
	assign op_31 = Level_2_reg[31] & Level_2_reg[37];
	Full_Adder F16 (.Sum(S_5) , .Cout(C_5) , .A(op_22) , .B(op_31) , .Cin(Level_2_reg[27]));
	Full_Adder F17 (.Sum(S_6) , .Cout(C_6) , .A(Level_2_reg[26]) , .B(Level_2_reg[13]) , .Cin(Level_2_reg[25]));
	Full_Adder F18 (.Sum(S_7) , .Cout(C_7) , .A(Level_2_reg[24]) , .B(Level_2_reg[12]) , .Cin(Level_2_reg[23]));
	Full_Adder F19 (.Sum(S_8) , .Cout(C_8) , .A(Level_2_reg[22]) , .B(Level_2_reg[10]) , .Cin(Level_2_reg[21]));
	Full_Adder F20 (.Sum(S_9) , .Cout(C_9) , .A(Level_2_reg[20]) , .B(Level_2_reg[8]) , .Cin(Level_2_reg[19]));
	Full_Adder F21 (.Sum(S_10) , .Cout(C_10) , .A(Level_2_reg[18]) , .B(Level_2_reg[6]) , .Cin(Level_2_reg[17]));
	Full_Adder F22 (.Sum(S_11) , .Cout(C_11) , .A(Level_2_reg[15]) , .B(Level_2_reg[4]) , .Cin(Level_2_reg[16]));
	Full_Adder F23 (.Sum(S_12) , .Cout(C_12) , .A(Level_2_reg[14]) , .B(Level_2_reg[2]) , .Cin(Level_2_reg[1]));
	assign op_57 = Level_2_reg[33] & Level_2_reg[43];
	assign op_66 = Level_2_reg[34] & Level_2_reg[42];
	assign op_75 = Level_2_reg[35] & Level_2_reg[41];
	Full_Adder F24 (.Sum(S_57_66_75) , .Cout(C_57_66_75) , .A(op_57) , .B(op_66) , .Cin(op_75));
	assign Level_3 = {Level_2_reg[43:36] , Level_2_reg[35:28] , S_57_66_75 , C_57_66_75 , S_3_12 , S_5 , S_6 , S_7 , S_8 , S_9 , S_10 
							, S_11 , S_12 ,C_3_12 , C_5 , C_6 , C_7 , C_8 , C_9 , C_10 , C_11 , C_12 ,
							Level_2_reg[11] , Level_2_reg[9] , Level_2_reg[7] , Level_2_reg[5] , Level_2_reg[3] , Level_2_reg[0]};
	always @(posedge clock or negedge reset_n)
	begin
		if (!reset_n)
		begin
			Level_3_reg <= 42'b0;
		end
		else
		begin
			Level_3_reg <= Level_3;
		end
	end
	assign op_02 = Level_3_reg[26] & Level_3_reg[36];
	assign op_11 = Level_3_reg[27] & Level_3_reg[35];
	Half_Adder H7 (.Sum(S01) , .Cout(C01) , .A(op_02) , .B(op_11));
	assign op_21 = Level_3_reg[28] & Level_3_reg[35];
	assign op_30 = Level_3_reg[29] & Level_3_reg[34];
	Full_Adder F25 (.Sum(S02) , .Cout(C02) , .A(op_21) , .B(op_30) , .Cin(Level_3_reg[23]));
	assign op_40 = Level_3_reg[30] & Level_3_reg[34];
	Full_Adder F26 (.Sum(S03) , .Cout(C03) , .A(Level_3_reg[22]) , .B(op_40) , .Cin(Level_3_reg[14]));
	assign op_50 = Level_3_reg[31] & Level_3_reg[34];
	Full_Adder F27 (.Sum(S04) , .Cout(C04) , .A(Level_3_reg[21]) , .B(op_50) , .Cin(Level_3_reg[13]));
	Full_Adder F28 (.Sum(S05) , .Cout(C05) , .A(Level_3_reg[20]) , .B(Level_3_reg[12]) , .Cin(Level_3_reg[5]));
	Full_Adder F29 (.Sum(S06) , .Cout(C06) , .A(Level_3_reg[19]) , .B(Level_3_reg[11]) , .Cin(Level_3_reg[4]));
	Full_Adder F30 (.Sum(S07) , .Cout(C07) , .A(Level_3_reg[18]) , .B(Level_3_reg[10]) , .Cin(Level_3_reg[3]));
	Full_Adder F31 (.Sum(S08) , .Cout(C08) , .A(Level_3_reg[17]) , .B(Level_3_reg[9]) , .Cin(Level_3_reg[2]));
	Full_Adder F32 (.Sum(S09) , .Cout(C09) , .A(Level_3_reg[16]) , .B(Level_3_reg[8]) , .Cin(Level_3_reg[1]));
	assign op_74 = Level_3_reg[33] & Level_3_reg[38];
	Full_Adder F33 (.Sum(S010) , .Cout(C010) , .A(Level_3_reg[15]) , .B(op_74) , .Cin(Level_3_reg[7]));
	Full_Adder F34 (.Sum(S011) , .Cout(C011) , .A(Level_3_reg[25]) , .B(Level_3_reg[0]) , .Cin(Level_3_reg[6]));
	assign op_67 = Level_3_reg[32] & Level_3_reg[41];
	assign op_76 = Level_3_reg[32] & Level_3_reg[40];
	Full_Adder F35 (.Sum(S012) , .Cout(C012) , .A(op_67) , .B(Level_3_reg[24]) , .Cin(op_76));
	assign Level_4 = {Level_3_reg[41:34] , Level_3_reg[33:26] , S01 , S02 , S03 , S04 , S05 , S06 , S07 , S08 , S09 ,
																					S010 , S011 , S012 ,
							C01 , C02 , C03 , C04 , C05 , C06 , C07 , C08 , C09 , C010 , C011 , C012 };
	always @(posedge clock or negedge reset_n)
	begin
		if (!reset_n)
		begin
			Level_4_reg <= 40'b0;
		end
		else
		begin
			Level_4_reg <= Level_4;
		end
	end
	assign op_01 = Level_4_reg[24] & Level_4_reg[33];
	assign op_00 = Level_4_reg[24] & Level_4_reg[32];
	assign op_10 = Level_4_reg[25] & Level_4_reg[32];
	assign op_20 = Level_4_reg[26] & Level_4_reg[32];
	assign op_77 = Level_4_reg[31] & Level_4_reg[39];
	assign Floor1 = {Level_4_reg[0] , Level_4_reg[1] , Level_4_reg[2] , Level_4_reg[3] , Level_4_reg[4] , Level_4_reg[5] 
							, Level_4_reg[6] , Level_4_reg[7] , Level_4_reg[8] , Level_4_reg[9] , Level_4_reg[10] , Level_4_reg[11] 
							, op_20 , op_10 , 1'b0};
	assign Floor2 = {op_77 , Level_4_reg[12] , Level_4_reg[13] , Level_4_reg[14] , Level_4_reg[15] , Level_4_reg[16] , 
							Level_4_reg[17] , Level_4_reg[18] , Level_4_reg[19] , Level_4_reg[20] , Level_4_reg[21] , Level_4_reg[22]
							, Level_4_reg[23] , op_01 , op_00};
	assign Result = Floor1 + Floor2;
endmodule
`timescale 1ns / 1ps
module Full_Adder(
	output Sum,
	output Cout,
	input A,
	input B,
	input Cin
    );
	wire s1 , c1 , c2;
	xor (s1 , A , B);
	xor (Sum , s1 , Cin);
	and (c1 , A , B);
	and (c2 , Cin , s1);
	or (Cout , c1 , c2);
endmodule
`timescale 1ns / 1ps
module Half_Adder(
		output Sum,
		output Cout,
		input A,
		input B
    );
	xor (Sum , A , B);
	and (Cout , A , B);
endmodule

===== flow/config.mk =====
export PLATFORM = sky130hd
export DESIGN_NAME = Dadda_8x8Multiplier
export DESIGN_NICKNAME = Dadda_8x8Multiplier
export VERILOG_FILES = /design/flow/design.v
export SDC_FILE = /design/flow/constraint.sdc
export NUM_CORES = 4
export LEC_CHECK = 1
export CORE_UTILIZATION = 30

==> results.py <==
# Physical implementation metrics
metrics = {
    "clocking": {
        "postCtsSetupRepairBufs": 0,
        "ctsHoldBuffers": 0,
        "clock_sinks": 143,
        "htreeDepth": 4,
        "root_buffer": "clkbuf_16",
        "cts_resized": 0,
        "clk_latency_ns": 0.40,
        "cts_tree": "done",
        "cts_made_buffers": 17,
        "clk_path_buf_depth": 2,
        "clk_pin_slew_worst_paths_ns": 0.05,
    },
    "sta": {
        "slew_headroom": 0.511,
        "period_used_share": 0.530,
        "max_freq_ghz": 0.195,
        "max_slew.worst_pin.slew_ns": 0.734,
        "finalSetupViolations": 0,
        "fin_crit_ns": 5.14,
        "grt_setup_unrepaired": "no",
        "hold_violations": 0,
        "skew_ns": 0.00436,
        "final.setup.tns_ns": 0,
        "maxSlewViolCount": 0,
    },
    "worst_setup_path": {
        "critPathMaxFanout": 4,
        "critPathTopFamily": "AND-OR/OR-AND gates",
        "cp-end-kind": "output pin",
        "rr_endpoint": "Level_2_reg[16]",
        "required_ns": 7.76,
        "crit_chain": "and2_1 -> ha_1 -> fa_1 -> a21o_1 -> a221o_1 -> a2111oi_2 -> nor3_1 -> xor2_1 -> clkdlybuf4s50_1",
        "worstSetupStartpoint": "Level_4_reg[32]",
        "start_kind": "flop",
        "ff2ff_setup_slack_ns": 8.45,
        "worstReg2RegStart": "Level_1_reg[14]",
        "cp.depth": 9,
        "critical_path.max_stage_delay_ns": 0.47,
        "crit_end": "Result[13]",
        "cp.buffers_inverters": 1,
        "cp.arrival_ns": 3.20,
        "crit_type": "flop to output pin",
        "cp_slowest_cell": "clkdlybuf4s50_1",
        "r2r_cells": 2,
    },
    "global_route": {
        "grt-ovfl-total": 0,
        "grt_antenna_before_repair": 0,
        "grtUsageTotal": 0.103,
        "grt_pass1_wl_mm": 14.3,
        "grt_pass1_vias": 2935,
        "grt_max_degree": 87,
    },
    "cells_and_area": {
        "layout-drive-gt1-share": 0.0861,
        "areaGrowthSynthToFinish_pct": 22.4,
        "fillerInstances": 1587,
        "fin_area_um2": 6580,
        "fin_util": 0.378,
        "regArea_um2": 3580,
        "logic_area_um2": 1790,
        "largest_reg_flops": 44,
    },
    "drt": {
        "finalWirelength_mm": 7.69,
        "vias": 2539,
        "drt-initial-drc-count": 79,
        "via_per_inst": 4.10,
        "drc": 0,
        "ant_nets": 0,
        "first_pass_iters": 4,
        "wire_per_inst_um": 12.4,
        "diodes": 0,
    },
    "pwr": {
        "power.share.combinational": 0.201,
        "power.share.sequential": 0.426,
        "p_total_mw": 1.67,
        "powerDensity_nw_per_um2": 254,
        "power_frac_clock": 0.373,
        "vdd_ir_drop_max_v": 0.000121,
        "p_leak_nw": 3.06,
        "internal-power_mw": 1.26,
        "p_sw_frac": 0.245,
        "power.switching_uw": 410,
    },
    "yosys": {
        "yosysSeqAreaShare": 0.665,
        "ys_cells": 330,
        "synthDistinctLibCells": 26,
        "ys_chip_area_um2": 5380,
        "yosysMostFrequentCell": "dfrtp_1",
        "netlist_instances": 330,
        "yosys_warnings": 1,
        "synthTopCellsByCount": "dfrtp_1, and2_1, fa_1",
        "ys_seq_elements": 143,
        "async_flop_share": 1.00,
        "postSynthAreaPerCell_um2": 16.3,
        "ys.flop_type": "dfrtp_1",
        "topCellsByArea": "dfrtp_1, fa_1, and2_1, ha_1, xnor2_1",
        "largest_area_cell": "dfrtp_1",
        "edf_count": 0,
        "yosys.area.top_type_share": 0.665,
        "mappedNetlistArea_um2": 5380,
    },
    "flow_run": {
        "warnings": 25,
        "cap_violations": 0,
    },
    "die": {
        "die_h_um": 136,
        "die_w_um": 136,
        "fp_util": 0.309,
        "design.core.area_um2": 17400,
        "dieArea_um2": 18500,
        "placement_rows": 48,
        "ios": 34,
    },
    "place": {
        "place_congestion": 0.782,
        "port_buffers": 33,
        "hpwl_mm": 5.56,
        "place_area_um2": 5990,
    },
    "run_status": {
        "outcome": "finished, final reports clean",
    },
    "hold_path": {
        "hold_path.class": "flop to flop",
    },
}
## worst register-to-register path, stage by stage (launching register included)
cell,delay [ns]
dfrtp_1,0.44
and2_1,0.20
fa_1,0.48
## stage by stage
stage,setup WS (ns),std cells,hold WS (ns)
after floorplan,5.61,330,0.331
after global placement,4.97,588,0.340
after detailed placement,4.96,588,0.337
after CTS,4.50,620,0.349
after global routing,4.36,620,0.353
final,4.56,620,0.347
## power by group through the flow
stage	combinational [mW]	sequential (mW)	clock, mW
global route	0.394	0.724	0.670
CTS	0.346	0.716	0.640
finish	0.337	0.714	0.624
## layout by cell type, fill, tap and decap left out, drive strengths merged, types with 2 or more instances in the layout
cell type      synthesis  final
dfrtp                143    143
and2                  65     65
fa                    36     36
clkdlybuf4s50          0     32
ha                    21     21
clkbuf                 0     20
a21oi                 12     12
xnor2                  7      7
nor2                   7      7
clkinv                 0      7
a21o                   6      6
nand2                  5      5
o21ai                  5      5
and3                   3      3
nor3                   3      3
xor2                   3      3
a31oi                  2      2
nand3                  2      2
inv                    0      2
bufinv                 0      2
buf                    1      2
## worst min-delay path by stage
stage | start | endpoint | slack, ns | cells past startpoint
finish | Level_2_reg[11] | Level_3_reg[5] | 0.35 | 0
global route | Level_2_reg[32] | Level_3_reg[30] | 0.35 | 0
CTS | Level_2_reg[11] | Level_3_reg[5] | 0.35 | 0
## logic make-up after synthesis
kind of cell	Yosys count	share of synthesized area
adders and majority gates	57	0.183
buffers and inverters	1	0.00140
AOI/OAI and AO/OA	30	0.0358
xor gates and xnor gates	10	0.0163
muxes	1	0.00186
DFF	143	0.665
and+or+nand+nor	88	0.0963
## layer usage
metal  routed length, um  share of wire  up-vias  GRT usage
met2                3660           0.48       48      0.160
li1                    -              -     1191          -
met5                   0              0        -          0
met1                3510           0.46     1290      0.155
met3                 379          0.049       10     0.0258
met4                 136          0.018        0     0.0160
## area by class of cell
type | count | share of cell area
tap | 225 | 0.0428
multi-input combinational | 186 | 0.272
clock buffer | 20 | 0.0694
clock inverter | 12 | 0.0205
sequential | 143 | 0.544
timing repair buffer | 34 | 0.0515
Power and IR drop assume default switching activity.
